==> /design/flow/design.v <==
`timescale 1ns / 1ps
module MemOrIO( mRead, mWrite, ioRead, ioWrite,addr_in, addr_out, m_rdata, io_rdata, r_wdata, r_rdata, write_data, LEDCtrl, SwitchCtrl);
    input mRead;  
    input mWrite;  
    input ioRead;  
    input ioWrite;  
    input[31:0] addr_in;  
    output[31:0] addr_out;  
    input[31:0] m_rdata;  
    input[15:0] io_rdata;  
    output[31:0] r_wdata;  
    input[31:0] r_rdata;  
    output reg[31:0] write_data;  
    output LEDCtrl;  
    output SwitchCtrl;  
    assign addr_out= addr_in;
    assign r_wdata = ioRead ? {16'h0000, io_rdata} : mRead ? m_rdata :32'h0000_0000;
    assign LEDCtrl= ioWrite;
    assign SwitchCtrl= ioRead;
    always @* begin
        if((mWrite==1)||(ioWrite==1))
            write_data = r_rdata;
        else
            write_data = 32'h0000_0000;
    end
endmodule
==> /design/flow/run.sh <==
#!/bin/bash
# OpenROAD 26Q1-2900-gdf79404cd8, Yosys 0.63+post, stock flow scripts
make -C /OpenROAD-flow-scripts/flow DESIGN_CONFIG=/design/flow/config.mk WORK_HOME=/design/flow/orfs finish
==> /design/flow/config.mk <==
export PLATFORM = sky130hd
export DESIGN_NAME = MemOrIO
export DESIGN_NICKNAME = MemOrIO
export VERILOG_FILES = /design/flow/design.v
export SDC_FILE = /design/flow/constraint.sdc
export NUM_CORES = 4
export LEC_CHECK = 1
export CORE_AREA = 10 10 91 91
export DIE_AREA = 0 0 101 101
==> /design/flow/constraint.sdc <==
current_design MemOrIO

set clk_period 2.9
set clk_io_pct 0.2

create_clock -name clk0 -period $clk_period

set non_clock_inputs [all_inputs -no_clocks]
set_input_delay [expr $clk_period * $clk_io_pct] -clock clk0 $non_clock_inputs
set_output_delay [expr $clk_period * $clk_io_pct] -clock clk0 [all_outputs]
==> flow_summary.json <==
{
  "finalPower_uw": 276.9,
  "routed_wl_mm": 4.927,
  "die_h_um": 101,
  "port_buffers": 150,
  "maxCapViolCount": 0,
  "synth_xor_xnor_area_share_pct": 0,
  "dp_cells": 297,
  "syn_to_final_growth_pct": 167.9,
  "powerDensity_nw_per_um2": 130.7,
  "diodes": 0,
  "clock_buffers": 0,
  "tool_warnings": 32,
  "hold_buffers": 0,
  "top_area_cell": "buf_4",
  "ys_types": 9,
  "cp.required_ps": 2320,
  "routed_via_density": 3.761,
  "fp.dieW_um": 101,
  "worst-path-max-fanout": 19,
  "ys_sh_mux_pct": 0,
  "syn_avg_cell_area_um2": 7.322,
  "finalWeightedCongestion": 0.7800,
  "drc": 0,
  "slew_viol_final": 0,
  "yosys-stat-area_um2": 790.8,
  "grt_pass1_wl_mm": 7.120,
  "grt_pass1_vias": 1276,
  "rsz0062_at_grt": "no",
  "drive_above_1_share_pct": 7.273,
  "antenna_found_initial": 0,
  "holdWs_ps": 1160,
  "num-fill-cells": 655,
  "crit_type": "in -> out",
  "drtPass1Iterations": 2,
  "drt_iter0_markers": 3,
  "dp_hpwl_mm": 4.579,
  "wl_per_cell_um": 16.59,
  "period_used_pct": 94.82,
  "yosysTopAreaCellShare_pct": 32.28,
  "initial_core_util_pct": 12.45,
  "hold_viol_final": 0,
  "antenna_left": 0,
  "endpoint_kind": "primary output",
  "layout_setup_ws_ps": 150.2,
  "worstMarginPinSlew_ps": 383.1,
  "track_usage_pct": 8.740,
  "finalCriticalPeriod_ps": 2750,
  "fmax_ghz": 0.3637,
  "leakagePower_uw": 0.0007945,
  "area_leaders": "buf_4 (32%), nor2b_1 (25%), a22o_2 (13%), and2_1 (13%), a22o_1 (6.6%)",
  "netlist_area_um2": 790.8,
  "regArea_um2": 0,
  "ios": 214,
  "cts_resized": 1,
  "ys_cells": 108,
  "pre_cts_ws_ps": -85.24,
  "worst_ep_arrival_time_ps": 2170,
  "nFlopsAndLatches": 0,
  "critPathLaunchType": "primary input",
  "vias": 1117,
  "synthCells": 108,
  "status": "complete, no violations",
  "simple_gate_share_pct": 40.19,
  "post_cts_buffers": 0,
  "worstHoldPathType": "in -> out",
  "grt_max_degree": 20,
  "instances_no_fill": 297,
  "row_count": 29,
  "slew_headroom_pct": 74.40,
  "common_cells": "buf_4 (34), nor2b_1 (32), and2_1 (16), a22o_2 (10), a22o_1 (6)",
  "aoi_share_pct": 19.30,
  "fa_ha_area_share_pct": 0,
  "setup_viol": 0,
  "chipArea_um2": 10200,
  "yosysSeqAreaShare_pct": 0,
  "utilization_pct": 33.36,
  "gr-total-overflow": 0,
  "top_logic_kind": "buffers and inverters",
  "most_common_cell": "buf_4",
  "ys.warnings.count": 1,
  "irDropWorstVdd_mv": 0.06157,
  "fp.coreArea_um2": 6350
}
==> logic make-up (layout without fill, tap and decap cells) <==
kind of cell | count (synthesis) | after routing
and+or+nand+nor | 50 | 50
buffers and inverters | 42 | 154
AOI/OAI and AO/OA | 16 | 16
==> stage by stage <==
| step | cell area, µm² | setup TNS [ps] |
|---|---|---|
| after floorplan | 790.8 | 0 |
| after global placement | 2113 | -383.4 |
| after detailed placement | 2113 | -998.8 |
| after CTS | 2118 | 0 |
| after global routing | 2118 | 0 |
| final | 2118 | 0 |
==> worst max-delay path, stage by stage <==
cell	delay, ps
clkdlybuf4s50_1	470
nor2_4	360
buf_4	270
nor2b_1	60
clkdlybuf4s50_1	420
==> per-layer routing <==
| layer | vias to the layer above | GRT usage [%] | wire length [µm] |
|---|---|---|---|
| met3 | 20 | 5.405 | 854 |
| met1 | 457 | 8.026 | 1515 |
| li1 | 540 | - | - |
| met4 | 0 | 3.108 | 174 |
| met5 | - | 0 | 0 |
| met2 | 100 | 15.38 | 2383 |
==> layout make-up <==
cell class	instances	area, µm²	share of cell area [%]
multi-input combinational	66	478.0	22.56
timing repair buffer	154	1544	72.89
tap	77	96.34	4.548
==> layout by cell type (no fill, tap or decap) <==
cell type,Yosys,layout
clkdlybuf4s50_1,0,150
and2_1,16,16
nor2_4,0,1
a22o_2,10,10
buf_4,34,3
buf_12,0,1
nor2b_4,1,1
nor2b_1,32,32
a22o_1,6,6
==> power breakdown <==
group	switching, µW	internal [µW]
registers	0	0
logic	54.5	222
clock network	0	0
total	54.5	222
==> path summary, 6_finish.rpt <==
kind	startpoint	end	slack (ps)	cells after the start
setup / recovery	ioWrite	write_data[5]	150	5
hold / removal	addr_in[11]	addr_out[11]	1160	0
Power is estimated from default activity; no workload was simulated.
