==> flow/design.v <==
`timescale 1ns / 1ps
module Decoder(read_data_1,read_data_2,Instruction,r_wdata,ALU_result,
                 Jal,RegWrite,MemtoReg,RegDst,Sign_extend,clock,reset,opcplus4);
    output[32 - 1:0] read_data_1;                
    output[32 - 1:0] read_data_2;                
    input[32 - 1:0]  Instruction;                
    input[32 - 1:0]  r_wdata;   				 
    input[32 - 1:0]  ALU_result;   				 
    input        Jal;                        
    input        RegWrite;                   
    input        MemtoReg;               
    input        RegDst;              
    output reg[32 - 1:0] Sign_extend;                
    input		 clock,reset;                 
    input[32 - 1:0]  opcplus4;                  
    reg [5 - 1:0] write_addr,read_addr_1,read_addr_2;             
    reg [32 - 1:0] decoder_write_data;               
    always @(Instruction, RegDst, Jal, RegWrite, MemtoReg, opcplus4, r_wdata, ALU_result) begin
        read_addr_1 = Instruction[25:21];
        read_addr_2 = Instruction[20:16];
        if(Instruction[15])
        Sign_extend = { 16'hffff , Instruction[16 - 1 : 0]};
        else
        Sign_extend = { 16'h0000 , Instruction[16 - 1 : 0]};
        if(RegDst) write_addr = Instruction[15:11];
        else write_addr = Instruction[20:16];
        if(Jal) begin  
           write_addr = 5'b11111;
           decoder_write_data = opcplus4;
        end
        else if(RegWrite && MemtoReg)
            decoder_write_data = r_wdata;  
        else decoder_write_data = ALU_result; 
    end
    register_file registers(
        .clk(clock),
        .rst_n(reset),
        .write_en(RegWrite),
        .write_reg_addr(write_addr),
        .write_data(decoder_write_data),
        .read_reg_addr_1(read_addr_1),
        .read_reg_addr_2(read_addr_2),
        .read_data_1(read_data_1),
        .read_data_2(read_data_2)
    );
endmodule
`timescale 1ns / 1ps
module register_file (
    input  clk, rst_n,
    input                               write_en,
    input  [5 - 1:0] write_reg_addr,
    input  [32 - 1:0]           write_data,
    input  [5 - 1:0] read_reg_addr_1,
    output [32 - 1:0]           read_data_1,
    input  [5 - 1:0] read_reg_addr_2, 
    output [32 - 1:0]           read_data_2
    );
    reg [32 - 1:0] registers [32 - 1:0];
    integer i;
    wire test;
    always @(negedge clk, posedge rst_n) begin
        if (rst_n)
            for (i = 0; i < 32; i = i + 1)
                registers[i] <= 0;
        else if (write_en & (write_reg_addr != 0))
            registers[write_reg_addr] <= write_data;
        else 
            registers[0] <= 0;
    end
    assign read_data_1 = (registers[read_reg_addr_1]);
    assign read_data_2 = (registers[read_reg_addr_2]);
endmodule
==> flow/run.sh <==
#!/bin/bash
# OpenROAD 26Q1-2900-gdf79404cd8, Yosys 0.63+post, stock flow scripts
make -C /OpenROAD-flow-scripts/flow DESIGN_CONFIG=/design/flow/config.mk WORK_HOME=/design/flow/orfs finish
==> flow/config.mk <==
export PLATFORM = sky130hd
export DESIGN_NAME = Decoder
export DESIGN_NICKNAME = Decoder
export VERILOG_FILES = /design/flow/design.v
export SDC_FILE = /design/flow/constraint.sdc
export NUM_CORES = 4
export LEC_CHECK = 1
export CORE_UTILIZATION = 50
==> flow/constraint.sdc <==
current_design Decoder

set clk_period 17.4
set clk_io_pct 0.2

create_clock -name clk0 -period $clk_period [get_ports {clock}]

set non_clock_inputs [all_inputs -no_clocks]
set_input_delay [expr $clk_period * $clk_io_pct] -clock clk0 $non_clock_inputs
set_output_delay [expr $clk_period * $clk_io_pct] -clock clk0 [all_outputs]
==> run summary <==
The following summarizes the physical implementation.

Final timing
In this run the tightest slew margin relative to its limit is 0.2838. The worst hold slack is 0.4520 ns. Between clock sinks in the finished design, the worst skew comes to 0 ns.

Endpoints with negative setup slack in the final report add up to 0. The transition time recorded at the tightest slew-check pin is about 1.1 ns. Setup repair after global routing left no endpoint under its margin. The final tally of max-slew violations is 0. The final-report hold violation count is 0. The post-route worst setup slack is 1.969 ns.

The accumulated negative setup slack is 0 ns.

Worst setup path
Per STA, the worst path is made up of mux2i_1 > nor3_1 > a41oi_1 > o2111ai_1 > nor4_1 > nor2_1 > clkdlybuf4s50_1. The worst reg2reg path startpoint is registers.registers[19][21]. By startpoint and endpoint, the worst setup path is classified as flip-flop to output port. The data arrival at the endpoint of the critical path is 11.95 ns.

The maximum single-stage delay on the critical path is 0.57 ns. Looking at the critical path, the highest net fanout was 3. The origin of the worst setup path is registers.registers[27][22]. The timing report shows that the slowest cell on the worst path is a41oi_1. The worst setup path is captured at an output port. At the worst endpoint, the required time is 13.92 ns.

The kind of start point of the critical path is a flip-flop.

Layout
Of the cells placed in the final design, the portion with a size suffix greater than 1 is 0.1262. Per the cell usage report, the commonest logic cells after layout are nand2_1 (1083), dfrtn_1 (1024), o21ai_0 (880). The area added between synthesis and finish is 15.50%. The non-filler instance count after layout is 6869. The register with the most flip-flops in the layout has about 1000 of them. The number of filler cells placed in the layout is ~8500. The register with the most flip-flops in the final layout is registers.registers.

The registers reported with the highest flop counts are registers.registers x1024. The most common cell after layout, fill and taps aside is nand2_1.

Power
The power spent charging and discharging nets is 1.880 mW. Summing internal, switching and leakage power gives 6.413 mW. The portion of total power attributed to the clock network is 0.391. The switching part of the total is 0.2931. The power per cell area is between 100 and 150 nW/µm². The sequential group share of total power is 0.480. The static leakage power is roughly 25 nW.

Across the VDD grid, the largest voltage drop is about 0.00011 V. Cell internal power was estimated by the tool at 4.534 mW. The part of the total power dissipated in combinational logic is 0.129.

Clock network
The setup fix buffers added after clock tree synthesis is 0. The number of clock buffers added by TritonCTS is ~110. The root buffer cell chosen for the clock tree is clkbuf_16. The number of hold-repair buffers added at the cts stage is 0.

The number of buffers between clock root and the deepest sink is 3. TritonCTS built the clock tree. Clock-pin slew was measured on the worst setup and hold paths at 0.05 ns.

The post-cts resize count is 0. The later pin in the worst-skew pair is clocked with a latency of approximately 0.7 ns. For this design, the sink count on the clock tree is 1024. The number of H-tree branching levels is 3.

Floorplanning
During I/O placement, the number of pins put on the boundary was 230. The core utilization before placement is 0.5047. The chip occupies between 100000 and 150000 µm².

The core region is approximately 100000 µm². Per the OpenROAD floorplan log, the height of the die is between 300 and 400 µm. The die is roughly 320 µm wide. The number of rows in the core area is about 120.

Global route
The initial antenna violation count is 28. Recorded from the global router log, the overflow total was 0. The maximum number of pins on one net before global-route repair is approximately 110. The combined global-route utilization of all metal layers is 0.5752. The via count of the first global-routing pass is between 40000 and 50000. The first global-routing pass estimated 383300 µm of wire.

Yosys
The share of Yosys cell area claimed by the top area cell type is 0.5070. After technology mapping, the gate count stands at between 5000 and 6000. The total number of yosys warnings is 3. The flip-flop cell with the highest count after synthesis is dfrtn_1. The proportion of register bits with asynchronous set or reset after synthesis is 1.000. Once synthesis finished, the tally of register bits stood at about 1000.

Averaged over all synthesized cells, the footprint is roughly 9.3 µm². The total cells reported by yosys after synthesis is around 5400. The biggest area contributor in the post-synthesis netlist is dfrtn_1. The post-synth count of flops with an enable pin is 0. The post-synthesis cell type count is 75. In this run the cell area of the synthesized design comes to 50540 µm².

The synthesis area per yosys is between 50000 and 60000 µm². Sorting the synthesized cells by area gives the leading types as dfrtn_1 (51%), a22oi_1 (11%), o21ai_0 (8.7%). Of the synthesized area, sequential elements account for 0.5070.

Routing
The vias per cell is 7.310. The final layout contains routed wiring with a total length of between 200000 and 300000 µm. The post-detailed-route count of antenna-violating nets is 0. The detailed-route DRC error count is 0. The final routed wire length divided by cell count is 40.50 µm. The number of DRC violations after detailed-routing iteration 0 is around 6200.

For this block, the via count after detailed routing is between 50000 and 60000. The total iterations of the first detailed-routing run is 10.

Flow run
The run reported a max-capacitance violation count of 0. The OpenROAD warning count is 39.

Placed design
The tally of buffers added on design ports is between 200 and 250. The number of cells in the design after placement is between 6000 and 7000. The worst setup slack before clock tree synthesis is 1.539 ns.

The final weighted congestion recorded by global placement is 1.054. The post-DP HPWL is 165600 µm.

Run status
The flow ran to the end, and the final reports show no timing, DRC or antenna violations.

Worst hold path
The kind of path behind the tightest hold check is flip-flop to flip-flop. The launch point of the worst min-delay path is recorded as registers.registers[31][24].
[final timing paths]
check | end | slack, ns | cells past startpoint
worst max register to register | registers.registers[19][21] | 16.54 | 1
max in group asynchronous | registers.registers[10][12] | 3.97 | 4
min in group asynchronous | registers.registers[19][24] | 11.74 | 2
worst min-delay path | registers.registers[31][24] | 0.45 | 2
worst max-delay path | read_data_2[22] | 1.97 | 7
worst min register to register | registers.registers[31][24] | 0.45 | 2
[worst max-delay path: cells and delay by family (launching register included)]
kind                   cells  cell delay (ns)
DFF                        1             0.36
and+or+nand+nor            3             0.55
muxes                      1             0.43
buffers and inverters      1             0.41
AOI/OAI and AO/OA          2             0.82
[logic make-up after synthesis]
logic type	count (synthesis)	share of synthesized area
AOI/OAI and AO/OA	1985	0.2529
buffers and inverters	529	0.04620
DFF	1024	0.5070
muxes	241	0.05239
and+or+nand+nor	1649	0.1415
[power groups by stage]
stage | clock network, mW | registers, mW | logic, mW
4_1_cts | 2.50 | 3.06 | 0.802
5_1_grt | 2.58 | 3.11 | 0.896
6_report | 2.51 | 3.08 | 0.830
[cell type report]
type                    instances  area, µm²  area share
well taps                    1298       1624     0.02782
repair buffers                422       3869     0.06628
clock buffers                 172       3374     0.05781
clock inverters                35      421.7    0.007224
diodes                         32      80.08    0.001372
multi-input cells            3875      23330      0.3997
inverters                      11      45.04   0.0007717
flip-flops and latches       1024      25620      0.4390
[metal layers]
layer | vias to the layer above | GRT usage | part of all wire
met1 | 24094 | 0.7272 | 0.34
li1 | 19985 | - | -
met3 | 1472 | 0.4026 | 0.19
met2 | 4621 | 0.7186 | 0.39
met4 | 41 | 0.3526 | 0.087
met5 | - | 0.02742 | 0.0022
[cell usage after synthesis (13+ instances only)]
master    count
a21oi_1      73
a221oi_1     36
a222oi_1     25
a22o_1       48
a22oi_1     749
a32oi_1      22
and2_1       41
and3_1       13
buf_1        16
buf_2       141
buf_4        40
clkbuf_1    318
dfrtn_1    1024
mux2_2      176
mux2i_1      62
nand2_1    1090
nand2b_1     18
nand3_1      88
nand3b_1     13
nand4_1      82
nor2_1      150
nor2_2       13
nor3_1       51
nor4_1       31
o21a_1       33
o21ai_0     880
o21ai_1      17
o32a_1       22
[metrics by stage]
stage / utilization / area [µm²]
floorplan: - / 50540
global placement: 0.5442 / 54490
detailed placement: 0.5442 / 54490
CTS: 0.5821 / 58290
global route: 0.5822 / 58310
finish: 0.5829 / 58370
No activity file was given, so power comes from the tool's default toggle rates.
