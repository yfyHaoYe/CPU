## flow/constraint.sdc

```tcl
current_design scan4

set clk_period 3.0
set clk_io_pct 0.2

create_clock -name clk0 -period $clk_period [get_ports {clk}]

set non_clock_inputs [all_inputs -no_clocks]
set_input_delay [expr $clk_period * $clk_io_pct] -clock clk0 $non_clock_inputs
set_output_delay [expr $clk_period * $clk_io_pct] -clock clk0 [all_outputs]
```

## flow/config.mk

```make
export PLATFORM = sky130hd
export DESIGN_NAME = scan4
export DESIGN_NICKNAME = scan4
export VERILOG_FILES = /design/flow/design.v
export SDC_FILE = /design/flow/constraint.sdc
export NUM_CORES = 4
export LEC_CHECK = 1
export CORE_AREA = 10 10 99 99
export DIE_AREA = 0 0 109 109
```

## flow/run.sh

```bash
#!/bin/bash
# OpenROAD 26Q1-2900-gdf79404cd8, Yosys 0.63+post, stock flow scripts
make -C /OpenROAD-flow-scripts/flow DESIGN_CONFIG=/design/flow/config.mk WORK_HOME=/design/flow/orfs finish
```

## flow/design.v

```verilog
module scan4 (
    input clk,
    input rst,
    input LEDCtrl,
    input [15:0]ledwdata,   
    output reg [3:0] ena = 0,   
    output [7:0] light   
);
  reg [1:0] scan = 0;
  parameter x = 2000;
  reg [17:0] cnt = 0;
  reg [3:0] num = 0;
  num_to_signal f (
      num,
      light
  );
  reg [15:0] ledout = 16'h0000;
  reg clk_2 =0 ;
  always @(posedge clk) begin
    if (cnt == (x >> 1) - 1) begin
      clk_2 <= ~clk_2;
      cnt   <= 0;
    end else cnt <= cnt + 1;
  end
  always @(posedge clk_2) begin
    scan <= scan + 1;
  end
  always @(*) begin
    if (rst) begin
      ena = 4'h01;
      num = 0;
    end
	  else 
    case (scan)
      2'b00: begin  
        ena = 4'h1;
        num = ledwdata[3:0];
      end  
      2'b01: begin
        ena = 4'h2;
        num = ledwdata[7:4];
      end
      2'b10: begin
        ena = 4'h4;
        num = ledwdata[11:8];
      end
      2'b11: begin
        ena = 4'h8;
        num = ledwdata[15:12];
      end
    endcase
  end
endmodule
module num_to_signal (
    input [3:0] num,
    output reg [7:0] seg_out
);
  always @*
    case (num)
      4'h0: seg_out = 8'b1111_1100;   
      4'h1: seg_out = 8'b0110_0000;   
      4'h2: seg_out = 8'b1101_1010;   
      4'h3: seg_out = 8'b1111_0010;   
      4'h4: seg_out = 8'b0110_0110;   
      4'h5: seg_out = 8'b1011_0110;   
      4'h6: seg_out = 8'b1011_1110;   
      4'h7: seg_out = 8'b1110_0000;   
      4'h8: seg_out = 8'b1111_1110;   
      4'h9: seg_out = 8'b1111_0110;   
      4'ha: seg_out = 8'b1110_1110;   
      4'hb: seg_out = 8'b0011_1110;   
      4'hc: seg_out = 8'b1001_1100;   
      4'hd: seg_out = 8'b0111_1010;   
      4'he: seg_out = 8'b1001_1110;   
      4'hf: seg_out = 8'b1000_1110;   
      default: seg_out = 8'b1111_1100;
    endcase
endmodule
```

==> flow_summary.yaml <==
# flow metrics
yosys:
  ys_top_cells_by_count: "dfxtp_1 (20), inv_1 (13), xnor2_1 (13)"
  edf_count: 1
  synthMostInstantiatedCell: "dfxtp_1"
  yosysWarnings: 2
  synthFlopType: "dfxtp_1"
  topCellsByArea: "dfxtp_1 (30%), ha_1 (11%), xnor2_1 (8.6%)"
  ys_seq_frac: 0.324
  syn-cell-area_um2: 1330
  ys.flops: 21
  postSynthCellCount: 139
  synth_cell_types: 39
  synthArstFlopShare: 0
  yosys-stat-area_um2: 1330
  top_area_frac: 0.301
  synth_area_leader_cell: "dfxtp_1"
  syn_avg_cell_area_um2: 9.57
  ys_cells: 139
setup_path:
  critPathLaunchType: "primary input"
  cp_top_family: "buffers and inverters"
  crit_required_ns: 2.40
  cp_max_fo: 3
  path_buffers: 3
  worstSetupEndpointType: "output port"
  worstPathArrival_ns: 2.34
  cp_slowest_cell: "clkdlybuf4s50_1"
  path_cells: "clkdlybuf4s50_1 -> a22oi_2 -> a221o_1 -> buf_4 -> ha_4 -> mux2i_1 -> mux2_4 -> buf_2"
  path_class: "in2out"
  critical_path.max_stage_delay_ns: 0.47
final_timing:
  period_minus_slack_ns: 2.94
  hold_viol_final: 0
  slew_headroom: 0.627
  slew_viol_final: 0
  finalWorstSetupSlack_ns: 0.0644
  max_freq_mhz: 341
  unclocked_pins: 2
  finalClockSkew_ns: 0.00105
  worst_pin_slew_ns: 0.556
  untimed_endpoints: 2
  setup_viol: 0
  post-route-period-util: 0.979
drt:
  drt-total-wl_um: 2880
  num_vias: 1071
  drt_iter0_drc: 29
  routed_via_density: 3.80
  postRouteAntennaNets: 0
  n_antenna_cell: 0
  drc_errors: 0
  wl_per_cell_um: 10.2
  first_pass_iters: 4
clock_network:
  path_clk_slew_ns: 0.07
  clkLatencyLatePin_ns: 0.25
  clockBufferDepth: 2
  cts_buffers: 3
  cts_tree: "built"
  cts_hold_buffers: 0
  ctsHtreeMaxLevel: 1
  cts-root-buf: "clkbuf_8"
power_and_ir_drop:
  intPower_uw: 367
  pwr-share-seq: 0.559
  powerDensity_nw_per_um2: 239
  p_leak_nw: 0.719
  comb_power_share: 0.062
  sw_frac_of_total: 0.193
  clock_power_share: 0.380
  irDropWorstVdd_mv: 0.304
  power.switching_uw: 87.8
global_routing:
  grt-ovfl-total: 0
  track_usage: 0.0469
  antenna_found_initial: 0
  grt_pass1_wl_um: 4830
  grt_max_degree: 13
  grt_pass1_vias: 1022
floorplan:
  die_h_um: 109
  fp_util: 0.172
  die_area_um2: 11900
  core_region_area_um2: 7730
  row_count: 32
  fp.dieW_um: 109
  ios: 31
placement:
  place_area_um2: 1770
  dp_slack_ns: -0.259
  place_inst: 274
  gp_congestion: 0.758
  portBuffers: 28
  hpwlAfterDp_um: 2170
min_path:
  hp-class: "reg2reg"
final_layout:
  drive_above_1_share: 0.244
  fin_cells: 282
  syn_to_final_growth_pct: 42.8
  final_area_um2: 1900
  final_util: 0.246
run_status:
  status: "complete, no violations"
flow_run:
  cap_violations: 0
  openroad.warnings: 36
-- per-stage QoR --
stage	hold WS, ns	total power, mW	setup TNS (ns)
after floorplan	0.417	0.263	0
after global placement	0.427	0.289	-1.61
after detailed placement	0.442	0.289	-1.55
after CTS	0.453	0.462	-0.00430
after global routing	0.464	0.477	-0.00347
final	0.450	0.455	0
-- cells by family (layout without fill, tap and decap cells) --
kind of cell             after synthesis  after routing  synth area share
adder cells (fa/ha/maj)               12             12             0.113
flip-flops                            21             21             0.324
AND-OR/OR-AND                         18             18             0.119
AND/OR/NAND/NOR                       46             46             0.209
multiplexers                           7              7            0.0546
XOR/XNOR                              17             17             0.112
buffers and inverters                 17             58            0.0658
other                                  1              1           0.00282
-- power by group through the flow --
stage	logic (mW)	registers (mW)	clock network, mW
global route	0.0302	0.254	0.193
CTS	0.0285	0.254	0.180
finish	0.0280	0.254	0.173
-- final timing paths --
kind         endpoint  cells after the start         from  slack, ns
max          light[4]                      8  ledwdata[9]       0.06
min            cnt[0]                      1       cnt[0]       0.45
max reg2reg     clk_2                      2      cnt[10]       1.29
min reg2reg    cnt[0]                      1       cnt[0]       0.45
-- repair_timing --
action	in CTS	in global routing
buffers inserted	5	0
pin swaps	6	3
resized	31	10
endpoints found under the setup margin	7	7
-- cell usage in the layout, fill, tap and decap left out, types with 2 or more instances in the layout --
master,Yosys,layout
dlymetal6s2s_1,0,3
clkbuf_8,0,3
nor2_1,12,12
xor2_1,4,4
nand3_1,5,5
xnor2_1,13,13
a22oi_2,1,2
a221o_1,3,3
dlygate4sd2_1,0,4
a21oi_1,4,2
inv_1,13,10
nand2_1,6,6
ha_1,12,8
ha_4,0,3
nor2b_1,5,4
dfxtp_1,20,20
clkdlybuf4s50_1,0,16
nand4_1,3,3
mux2i_1,5,5
buf_2,1,4
and3_1,2,2
buf_6,1,4
inv_2,0,3
a21oi_2,1,3
nor3_1,2,2
buf_4,1,9
a22oi_1,6,5
-- worst register-to-register path: stages, from the launching register on --
cell and delay [ns]:
dfxtp_1 0.36, or4_4 0.56, nor4_4 0.43
-- final cells by class --
cell class / count / area (um^2)
Fill cell: 821 / 5830
Multi-Input combinational cell: 101 / 871
Sequential cell: 21 / 430
Timing Repair Buffer: 41 / 375
Tap cell: 102 / 128
Inverter: 13 / 48.8
Clock buffer: 3 / 41.3
Clock inverter: 1 / 5.00
-- state kept, by name, summed over array words and instances (netlist names) --
name / cells
cnt: 18
scan: 2
clk_2: 1
-- routing by layer --
layer	vias up	GRT usage	wire, um
met4	0	0.000942	4
met3	2	0.0161	293
met1	476	0.0707	1540
met5	-	0	0
met2	31	0.0664	1040
li1	562	-	-
No activity file was given, so power comes from the tool's default toggle rates.
